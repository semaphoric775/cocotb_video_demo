File: /design/flow/run.sh
#!/bin/bash
# OpenROAD 26Q1-2900-gdf79404cd8, Yosys 0.63+post, stock flow scripts
make -C /OpenROAD-flow-scripts/flow DESIGN_CONFIG=/design/flow/config.mk WORK_HOME=/design/flow/orfs finish
File: /design/flow/config.mk
export PLATFORM = sky130hd
export DESIGN_NAME = axis_tpg
export DESIGN_NICKNAME = axis_tpg
export VERILOG_FILES = /design/flow/design.v
export SDC_FILE = /design/flow/constraint.sdc
export NUM_CORES = 4
export LEC_CHECK = 1
export CORE_UTILIZATION = 30
File: /design/flow/constraint.sdc
current_design axis_tpg

set clk_period 6.7
set clk_io_pct 0.2

create_clock -name clk0 -period $clk_period [get_ports {clk_i}]

set non_clock_inputs [all_inputs -no_clocks]
set_input_delay [expr $clk_period * $clk_io_pct] -clock clk0 $non_clock_inputs
set_output_delay [expr $clk_period * $clk_io_pct] -clock clk0 [all_outputs]
File: /design/flow/design.v
`timescale 1ns/1ps
module axis_tpg #(
    parameter WIDTH = 256,            
    parameter HEIGHT = 256,           
    parameter DATA_WIDTH = 24,         
    parameter sel_i_WIDTH = 3    
) (
    input  wire                        clk_i,
    input  wire                        rstn_i,
    input  wire                        en_i,
    input  wire [sel_i_WIDTH-1:0]      sel_i,
    output reg                         m_axis_tvalid_o,
    input  wire                        m_axis_tready_i,
    output reg  [DATA_WIDTH-1:0]       m_axis_tdata_o,
    output reg                         m_axis_tlast_o,
    output reg                         m_axis_tuser_o     
);
    localparam PATTERN_SOLID      = 3'd0;
    localparam PATTERN_COLORBAR   = 3'd1;
    localparam PATTERN_HGRADIENT  = 3'd2;
    localparam PATTERN_VGRADIENT  = 3'd3;
    localparam PATTERN_CHECKERBRD = 3'd4;
    localparam PATTERN_RAMP       = 3'd5;
    reg [$clog2(WIDTH)-1:0]  px_cnt;
    reg [$clog2(HEIGHT)-1:0] row_cnt;
    localparam IDLE = 1'b0;
    localparam ACTIVE = 1'b1;
    reg state;
    wire m_axis_transfer_ok = m_axis_tvalid_o && m_axis_tready_i;
    wire last_pixel = (px_cnt == WIDTH-1) && (row_cnt == HEIGHT-1);
    wire eol = (px_cnt == WIDTH-1);
    wire [DATA_WIDTH-1:0] pattern_data;
    always @(posedge clk_i, negedge rstn_i) begin
        if (!rstn_i) begin
            state <= IDLE;
        end else begin
            case (state)
                IDLE: begin
                    if (en_i) begin
                        state <= ACTIVE;
                    end
                end
                ACTIVE: begin
                    if (!en_i || (m_axis_transfer_ok && last_pixel)) begin
                        state <= IDLE;
                    end
                end
            endcase
        end
    end
    always @(posedge clk_i, negedge rstn_i) begin
        if (!rstn_i) begin
            px_cnt <= 0;
            row_cnt <= 0;
        end else begin
            if (state == IDLE) begin
                px_cnt <= 0;
                row_cnt <= 0;
            end else if (m_axis_transfer_ok) begin
                if (eol) begin
                    px_cnt <= 0;
                    if (last_pixel) begin
                        row_cnt <= 0;
                    end else begin
                        row_cnt <= row_cnt + 1;
                    end
                end else begin
                    px_cnt <= px_cnt + 1;
                end
            end
        end
    end
    always @(posedge clk_i, negedge rstn_i) begin
        if (!rstn_i) begin
            m_axis_tvalid_o <= 1'b0;
            m_axis_tdata_o  <= 0;
            m_axis_tlast_o  <= 1'b0;
            m_axis_tuser_o  <= 1'b0;
        end else begin
            case (state)
                IDLE: begin
                    m_axis_tvalid_o <= 1'b0;
                    m_axis_tlast_o  <= 1'b0;
                    m_axis_tuser_o  <= 1'b0;
                    m_axis_tdata_o  <= 0;  
                end
                ACTIVE: begin
                    m_axis_tvalid_o <= 1'b1;
                    m_axis_tdata_o  <= pattern_data;
                    m_axis_tlast_o  <= eol;
                    m_axis_tuser_o  <= (px_cnt == 0) && (row_cnt == 0);
                end
            endcase
        end
    end
    generate_pattern #(
        .WIDTH(WIDTH),
        .HEIGHT(HEIGHT),
        .DATA_WIDTH(DATA_WIDTH)
    ) pattern_inst (
        .x(px_cnt),
        .y(row_cnt),
        .sel_i(sel_i),
        .data_out(pattern_data)
    );
endmodule
module generate_pattern #(
    parameter WIDTH = 1920,
    parameter HEIGHT = 1080,
    parameter DATA_WIDTH = 24
) (
    input  wire [$clog2(WIDTH)-1:0]  x,
    input  wire [$clog2(HEIGHT)-1:0] y,
    input  wire [2:0]                sel_i,
    output reg  [DATA_WIDTH-1:0]     data_out
);
    localparam CH_WIDTH = DATA_WIDTH / 3;
    wire [CH_WIDTH-1:0] gradient_h, gradient_v;
    wire checkerbrd;
    wire [2:0] colorbar_sel;
    assign gradient_h = (x * 256) / WIDTH;
    assign gradient_v = (y * 256) / HEIGHT;
    assign checkerbrd = ((x[5] ^ y[5]));
    assign colorbar_sel = (x * 8) / WIDTH;
    always @(*) begin
        case (sel_i)
            3'd0: begin  
                data_out = {DATA_WIDTH{1'b1}};
            end
            3'd1: begin  
                case (colorbar_sel)
                    3'd0: data_out = {8'hFF, 8'hFF, 8'hFF};  
                    3'd1: data_out = {8'hFF, 8'hFF, 8'h00};  
                    3'd2: data_out = {8'h00, 8'hFF, 8'hFF};  
                    3'd3: data_out = {8'h00, 8'hFF, 8'h00};  
                    3'd4: data_out = {8'hFF, 8'h00, 8'hFF};  
                    3'd5: data_out = {8'hFF, 8'h00, 8'h00};  
                    3'd6: data_out = {8'h00, 8'h00, 8'hFF};  
                    3'd7: data_out = {8'h00, 8'h00, 8'h00};  
                endcase
            end
            3'd2: begin  
                data_out = {gradient_h, gradient_h, gradient_h};
            end
            3'd3: begin  
                data_out = {gradient_v, gradient_v, gradient_v};
            end
            3'd4: begin  
                data_out = checkerbrd ? {DATA_WIDTH{1'b1}} : {DATA_WIDTH{1'b0}};
            end
            3'd5: begin  
                data_out = {gradient_h[7:0], gradient_v[7:0],
                           ((gradient_h + gradient_v) >> 1)};
            end
            default: begin
                data_out = {DATA_WIDTH{1'b0}};
            end
        endcase
    end
endmodule
==> qor.csv <==
stage,metric,value,unit
outcome,status,completed,
pwr,p_per_area,160.7,mW/mm2
floorplanning,core_util_floorplan,30.96,%
clocking,clock-root-buffer,clkbuf_8,
grt,antenna_found_initial,0,
final_timing,hold_violations,0,
detailed_routing,drt_iter0_markers,120,
floorplanning,die_h,94.08,um
critical_path,r2r_cells,7,
min_path,min_from,row_cnt[4],
floorplanning,coreArea,0.008217,mm2
run,cap_violations,0,
clocking,cts_max_level,2,
synth,synth_seq_share,43.29,%
synth,top_cell_area_share,43.29,%
min_path,hold_class,flop to flop,
critical_path,cp_top_family,buffers and inverters,
final_timing,rsz0062_at_grt,no,
critical_path,r2r-end,m_axis_tdata_o[5],
critical_path,crit_chain,clkdlybuf4s50_1 > mux2_2 > a21oi_2 > a21oi_1 > or3b_1,
final_timing,worst_slew_pin_slew,0.7281,ns
critical_path,crit_slowest_cell,clkdlybuf4s50_1,
grt,grt_pass1_wl,9867,um
final_timing,slew_headroom,51.34,%
cells_and_area,drive_above_1_share,8.163,%
synth,syn_area_per_cell,9.352,um2
cells_and_area,area_growth_syn_to_layout,17.31,%
final_timing,min_period_over_period,46.36,%
clocking,postCtsHoldBufs,0,
critical_path,worstPathArrival,3.28,ns
final_timing,tns,0,ns
synth,numSynthFlops,44,
floorplanning,die_area,0.008851,mm2
pwr,p_leak,1.292,nW
cells_and_area,final_area,0.002984,mm2
final_timing,clock_skew,0.009236,ns
synth,synthDistinctLibCells,47,
clocking,cts_inserted_buffers,5,
critical_path,reg2reg_slack,4.55,ns
critical_path,critPathBufInv,1,
min_path,min_path_cells,2,
detailed_routing,ant_nets,0,
clocking,clockBufferDepth,2,
clocking,cts_tree,yes,
grt,gr-usage-all-layers,14.34,%
synth,yosys-top-cells-count,"dfrtp_1, nand2_1, a21oi_1, a31oi_1, nor2_1",
synth,yosysCellCount,272,
synth,synth_area_leader_cell,dfrtp_1,
placement,gp_congestion,0.9154,
synth,most_common_cell,dfrtp_1,
clocking,post_cts_buffers,0,
critical_path,worst_setup_path_end_kind,flop,
synth,yosys_area,0.002544,mm2
final_timing,period_minus_slack,3.106,ns
placement,place.detailed.hpwl,4015,um
synth,enable_flop_cells,0,
placement,dp_cells,392,
detailed_routing,wl,5786,um
synth,yosysWarnings,2,
detailed_routing,vias_per_cell,5.296,
floorplanning,ioPinCount,34,
min_path,hold_end,row_cnt[4],
synth,async_reset_ff_share,100.0,%
critical_path,critPathMaxFanout,17,
grt,grt_max_degree,45,
critical_path,cpPeakStageDelay,0.87,ns
detailed_routing,drt_pass1_iterations,7,
synth,syn_area,0.002544,mm2
synth,syn_inst,272,
clocking,path_clk_slew,0.08,ns
critical_path,reg2reg_from,px_cnt[0],
floorplanning,std_cell_rows,33,
synth,synthFlopType,dfrtp_1,
final_timing,drv_slew,0,
placement,place_area,0.002903,mm2
clocking,clk_latency,0.29,ns
detailed_routing,via_count,2113,
critical_path,crit_type,input pin to flop,
placement,port_buffers,33,
detailed_routing,diodes,0,
detailed_routing,wl_per_cell,14.50,um
synth,yosys-top-cells-area,"dfrtp_1, nand2_1, a21oi_1",
critical_path,worst_ep_required_time,6.87,ns
floorplanning,die_w,94.08,um
final_timing,timing.fmax,321.9,MHz
pwr,irDropWorstVdd,0.00006862,V
clocking,cts_resized,0,
cells_and_area,stdcell_count,399,
grt,gr-total-overflow,0,
final_timing,finalSetupViolations,0,
detailed_routing,drc_errors,0,
critical_path,start_kind,input pin,
run,log.warning_count,27,
grt,first_global_vias,1926,
clocking,cts.sinks,44,
[cell usage in the layout (no fill, tap or decap), types with 2 or more instances in the layout]
cell / count
a21oi_2: 3
mux2_2: 6
buf_4: 2
or4_1: 2
nor3b_1: 2
nand3_1: 6
or3_1: 3
dfrtp_1: 44
nor3_1: 7
xor2_1: 4
nor4_1: 3
and3_1: 5
o21ai_0: 12
nand2_1: 36
a211o_1: 4
ha_1: 10
clkdlybuf4s50_1: 32
xnor2_1: 2
inv_1: 10
nor4b_1: 2
a32o_1: 2
nand4_1: 3
a31oi_1: 20
nand2b_1: 2
or3b_1: 2
a21oi_1: 25
a21o_1: 4
mux2i_1: 2
nor2_1: 13
a211oi_1: 3
clkbuf_8: 5
[worst max path at each step]
stage	cells after the start	from	slack, ns	end
CTS	5	sel_i[0]	3.61	m_axis_tdata_o[5]
global route	5	sel_i[0]	3.40	m_axis_tdata_o[6]
finish	5	sel_i[0]	3.59	m_axis_tdata_o[6]
[registers in the layout, summed over array words and instances (netlist names)]
register,flops
m_axis_tdata_o,24
state,1
px_cnt,8
m_axis_tuser_o,1
m_axis_tvalid_o,1
row_cnt,8
m_axis_tlast_o,1
[report_power, final]
group	switching [mW]	internal (mW)	total, mW
clock	0.0889	0.0707	0.160
sequential	0.00447	0.272	0.277
combinational	0.0234	0.0200	0.0434
[layout make-up]
class	count	area, um2
Fill cell	811	5233
Sequential cell	44	1101
Clock buffer	5	68.82
Multi-Input combinational cell	198	1292
Timing Repair Buffer	35	340.3
Clock inverter	2	12.51
Tap cell	105	131.4
Inverter	10	37.54
[tightest hold or removal path: cells and delay by family (launching register included)]
| kind | cells | cell delay, ns |
|---|---|---|
| flip-flops | 1 | 0.48 |
| AND/OR/NAND/NOR | 1 | 0.09 |
| multiplexers | 1 | 0.06 |
[stage by stage]
step	hold slack (ns)	setup WS [ns]	total power, mW	util, %
2_1_floorplan	0.4109	4.156	0.3004	-
3_3_place_gp	0.6432	3.339	0.3255	35.33
3_5_place_dp	0.6478	3.299	0.3260	35.33
4_1_cts	0.6663	3.607	0.4870	36.32
5_1_grt	0.6973	3.397	0.5052	36.32
6_report	0.6689	3.594	0.4795	36.32
[per-layer routing]
metal | GRT usage [%] | part of all wire, % | up-vias | wire length (um)
met5 | 0 | 0 | - | 0
met4 | 3.205 | 2.1 | 0 | 124
met1 | 22.27 | 49 | 1007 | 2811
met3 | 2.058 | 5.1 | 8 | 297
met2 | 21.41 | 44 | 70 | 2553
li1 | - | - | 1028 | -
[cell families after synthesis]
| family | synth area share, % |
|---|---|
| xor+xnor | 2.066 |
| buf+inv | 5.903 |
| simple gates | 20.36 |
| mux | 3.443 |
| compound gates | 19.23 |
| fa+ha+maj | 5.706 |
| flops | 43.29 |
Power and IR drop assume default switching activity.
